File: run.sh
#!/bin/bash
# OpenROAD 26Q1-2900-gdf79404cd8, Yosys 0.63+post, stock flow scripts
make -C /OpenROAD-flow-scripts/flow DESIGN_CONFIG=/design/flow/config.mk WORK_HOME=/design/flow/orfs finish
File: config.mk
export PLATFORM = sky130hd
export DESIGN_NAME = debouncer
export DESIGN_NICKNAME = debouncer
export VERILOG_FILES = /design/flow/design.v
export SDC_FILE = /design/flow/constraint.sdc
export NUM_CORES = 4
export LEC_CHECK = 1
export CORE_UTILIZATION = 50
File: constraint.sdc
current_design debouncer

set clk_period 11.0
set clk_io_pct 0.2

create_clock -name clk0 -period $clk_period [get_ports {clk}]

set non_clock_inputs [all_inputs -no_clocks]
set_input_delay [expr $clk_period * $clk_io_pct] -clock clk0 $non_clock_inputs
set_output_delay [expr $clk_period * $clk_io_pct] -clock clk0 [all_outputs]
File: design.v
`timescale 1ns / 1ps
module debouncer(
    input wire clk,
    input wire [4:0] buttons,
    output reg [4:0] out
    );
    localparam UPCOUNT = 10000000;
    reg [31:0] count [4:0];
    genvar i;
    generate
        for(i = 0;i < 5; i = i + 1) begin
            always@(posedge clk) begin
                if(out[i] == 0) begin
                    if(count[i] == UPCOUNT) begin
                        if(buttons[i] == 1) begin
                            out[i] <= 1;
                        end else begin
                            out[i] <= 0;
                        end
                    end else begin
                        count[i] <= count[i] + 1;
                        out[i] <= 0;
                    end
                end else begin
                    if(count[i] == 0) begin
                        if(buttons[i] == 0) begin
                            out[i] <= 0;
                        end else begin
                            out[i] <= 1;
                        end
                    end else begin
                        count[i] <= count[i] - 1;
                        out[i] <= 1;
                    end
                end
            end
        end
    endgenerate
endmodule
==> impl_metrics.yaml <==
# implementation run metrics
critical_path:
  critical_path_class: "register to output port"
  r2r_slack_ps: 7380
  startpoint_type: "register"
  worstPathRequired_ps: 8800
  crit_fanout: 26
  critPathArrivalTime_ps: 1940
  reg2regPathDepth: 10
  endpoint_kind: "output port"
synthesis:
  synth-edff-count: 160
  synth_cell_types: 70
  ys_async_sr_fraction: 0
  netlist_area_mm2: 0.0132
  synth_top_area_share: 0.365
  yosys_cells: 1331
  syn_avg_cell_area_um2: 9.89
  yosys.area_share.aoi: 0.234
  synth_area_leader_cell: "edfxtp_1"
  synthMuxAreaShare: 0.00152
  ys_sh_xor: 0.0965
  synthFlopType: "edfxtp_1"
  ys_sh_adder: 0.150
  yosysWarnings: 2
  numSynthFlops: 165
  ys_area_mm2: 0.0132
  ys_sh_simple: 0.131
  synth.logic.top_family: "AND-OR/OR-AND gates"
  ys_top_cells_by_area: "edfxtp_1 (36%), ha_1 (14%), xnor2_1 (6.4%)"
  synthCells: 1331
  ys_seq_share: 0.373
detailed_routing:
  via_per_inst: 5.88
  routed_wirelength_um: 26800
  drc: 0
  wire_per_inst_um: 15.7
  final_antenna_net_count: 0
  drtIter0Drc: 551
  drtPass1Iterations: 5
  vias: 10020
  diodes: 0
power:
  p_int_uw: 2990
  power.density_mw_per_mm2: 354
  p_leak_uw: 0.00549
  ir_drop_v: 0.000154
  switching_share: 0.412
  clockPowerShare: 0.128
  pwr-share-seq: 0.289
  p_comb_frac: 0.583
  p_sw_uw: 2090
timing:
  setup_violations: 0
  fin_skew_ps: 14.6
  worst_pin_slew_ps: 757
  max_freq_mhz: 241
  hold_viol_final: 0
  relSlewSlack: 0.496
  finalClockPeriodUsage: 0.377
  slew_violations: 0
  rsz0062_at_grt: "false"
  fin_tns_setup_ps: 0
  fin_crit_ps: 4140
run_status:
  status: "finished clean"
job:
  drv_cap: 0
  warnings: 25
clock_network:
  clock.latency.late_pin_ps: 420
  clk_pin_slew_worst_paths_ps: 60
  cts_setup_buffers: 0
  clkSinkCount: 165
  cts.path.max_buffers: 2
  cts_hold_buf: 0
  cts_resized: 0
  cts_buffers: 17
  h-tree-depth: 4
  tritoncts: "done"
  clockRootBuffer: "clkbuf_16"
final_layout:
  final_common_cell: "edfxtp_1"
  layout-drive-gt1-share: 0.0401
  lay_top_cells: "edfxtp_1 (160), ha_1 (150), a21oi_1 (145)"
  area_delta_synth_final_pct: 8.96
  design_area_mm2: 0.0143
global_routing:
  grt_pass1_wl_um: 45700
  grt_overflow: 0
  grt_pass1_vias: 9673
  grt_max_degree: 36
  antenna_found_initial: 0
  track_usage: 0.218
placed_design:
  hpwl_um: 19700
  routabilityCongestion: 0.899
  placed_area_mm2: 0.0137
  numPortBuffers: 10
floorplanning:
  row_count: 59
  coreArea_mm2: 0.0259
  die_w_um: 164
  fp.dieH_um: 164
  chip_area_mm2: 0.0270
  io_pins: 11
  fp-utilization: 0.508
hold_path:
  hold_depth: 1
  min_path_type: "register to register"
==> worst max-delay path: stages, from the launching register on <==
cell             delay [ps]
dfxtp_1                 570
buf_4                   410
clkdlybuf4s50_1         530
==> layout make-up <==
class,instances,area [µm²]
fill,2214,11600
multi-input combinational,1114,8060
sequential,165,4900
clock buffer,23,448
tap,335,419
timing repair buffer,23,198
clock inverter,9,178
inverter,36,135
==> per-layer routing <==
metal  up-vias  GRT usage  routed length, µm
met5         -          0                  0
met4         0     0.0257                278
met3        20     0.0306                830
met2       121      0.340              12300
met1      4661      0.349              13500
li1       5218          -                  -
==> sequential cells by signal, summed over array words and instances (netlist names) <==
name,cells
count,160
out,5
==> Yosys cell counts, drive strengths merged, types with 16 or more instances <==
cell and instances:
o21a 17, ha 150, nor4 41, and3 16
nor3 16, nand3 33, xor2 49, nand2 90
xnor2 96, a31oi 18, o21ai 75, nor2 73
edfxtp 160, o21bai 21, nand4 23, a21oi 146
a21o 97, inv 36
==> cells by family (layout without fill, tap and decap cells) <==
group                      count (synthesis)  in the layout
AOI/OAI and AO/OA                        466            466
buffers and inverters                     52             91
DFF                                      165            165
xor gates and xnor gates                 145            145
muxes                                      2              2
and+or+nand+nor                          346            346
adders and majority gates                155            155
==> power by group through the flow <==
stage / clock network (µW) / logic (µW) / registers (µW)
CTS: 667 / 2960 / 1470
global route: 691 / 3360 / 1510
finish: 649 / 2960 / 1460
==> metrics by stage <==
stage	utilization	instances	setup WS (ps)	hold slack [ps]	total power, µW
2_1_floorplan	-	1331	7370	588	3830
3_3_place_gp	0.529	1673	7310	612	4400
3_5_place_dp	0.529	1673	7300	620	4400
4_1_cts	0.554	1705	6830	637	5090
5_1_grt	0.554	1705	6750	656	5560
6_report	0.554	1705	6860	629	5070
==> worst paths after layout <==
path | startpoint | end
max | out[2] | out[2]
min | count[1][0] | count[1][0]
max reg2reg | out[2] | count[2][28]
min reg2reg | count[1][0] | count[1][0]
Power is estimated from default activity; no workload was simulated.
