<file path="/design/flow/design.v">
module fifo #(
    parameter WIDTH = 32, 
    parameter DEPTH = 16
)(
    input clk, reset, write, 
    input [1:0] UARTOp, 
    input [WIDTH-1:0] data_in,
    output reg [WIDTH-1:0] data_out
);
localparam ADDR_WIDTH = $clog2(DEPTH);
wire read = (UARTOp == 2'b01);
reg [WIDTH-1:0] cir_buffer [0:DEPTH-1];
reg [ADDR_WIDTH-1:0] write_ptr;
reg [ADDR_WIDTH-1:0] read_ptr;
reg [ADDR_WIDTH:0] data_counter = 0;
always @(posedge clk) begin
    if (reset) begin
        write_ptr <= 0;
        read_ptr <= 0;
        data_out <= 0;
        data_counter <= 0;
    end else begin
        if (read && data_counter != 0) begin
            data_out <= cir_buffer[read_ptr];
            read_ptr <= (read_ptr == DEPTH-1) ? 0 : read_ptr + 1;
            data_counter <= data_counter - 1;
        end else if(read && data_counter == 0) begin
            data_out <= 32'hFFFFFFFF;
        end
        if (write) begin
            cir_buffer[write_ptr] <= data_in;
            if (data_counter == DEPTH) begin
                read_ptr <= (read_ptr == DEPTH-1) ? 0 : read_ptr + 1;
            end else begin
                data_counter <= data_counter + 1;
            end
            write_ptr <= (write_ptr == DEPTH-1) ? 0 : write_ptr + 1;
        end
    end
end
endmodule
</file>
<file path="/design/flow/run.sh">
#!/bin/bash
# OpenROAD 26Q1-2900-gdf79404cd8, Yosys 0.63+post, stock flow scripts
make -C /OpenROAD-flow-scripts/flow DESIGN_CONFIG=/design/flow/config.mk WORK_HOME=/design/flow/orfs finish
</file>
<file path="/design/flow/config.mk">
export PLATFORM = sky130hd
export DESIGN_NAME = fifo
export DESIGN_NICKNAME = fifo
export VERILOG_FILES = /design/flow/design.v
export SDC_FILE = /design/flow/constraint.sdc
export NUM_CORES = 4
export LEC_CHECK = 1
export CORE_UTILIZATION = 40
</file>
<file path="/design/flow/constraint.sdc">
current_design fifo

set clk_period 13.2
set clk_io_pct 0.2

create_clock -name clk0 -period $clk_period [get_ports {clk}]

set non_clock_inputs [all_inputs -no_clocks]
set_input_delay [expr $clk_period * $clk_io_pct] -clock clk0 $non_clock_inputs
set_output_delay [expr $clk_period * $clk_io_pct] -clock clk0 [all_outputs]
</file>
==> results.py <==
# Physical implementation metrics
metrics = {
    "pwr": {
        "p_leak_nw": 7.64,
        "vdd_drop_max_uv": 112,
        "power_density_nw_per_um2": 151,
        "finalPower_mw": 3.75,
    },
    "critical_path": {
        "r2r_end": "data_out[13]",
        "rr_startpoint": "read_ptr[1]",
        "cp-end-kind": "flip-flop",
        "cp.required_ns": 13.46,
        "reg2reg_depth": 6,
        "cp-start-kind": "primary input",
        "r2r_slack_ns": 10.19,
        "cp.arrival_ns": 5.02,
        "crit_fanout": 18,
        "critPathKind": "primary input to flip-flop",
    },
    "hold_path": {
        "holdPathEnd": "data_counter[4]",
        "min_from": "data_counter[4]",
        "holdPathStages": 2,
        "min_path_type": "flip-flop to flip-flop",
    },
    "detailed_routing": {
        "drc": 0,
        "ant_nets": 0,
        "vias_per_cell": 5.41,
        "antenna_cells": 0,
        "drt_pass1_iterations": 21,
        "wire_per_inst_microns": 22.7,
        "first_iter_violations": 629,
        "drt-total-wl_microns": 44600,
        "vias": 10600,
    },
    "clocking": {
        "clockBufferDepth": 3,
        "cts_tree": "done",
        "root_buffer": "clkbuf_16",
        "cts-resized-gates": 0,
        "ctsHtreeMaxLevel": 2,
        "cts_sinks": 557,
        "postCtsHoldBufs": 0,
        "path_clk_slew_ns": 0.06,
        "postCtsSetupBuffers": 0,
        "worstSkewPairLatency_ns": 0.62,
        "cts_buffers": 57,
    },
    "die": {
        "ioPinCount": 69,
        "die_x_microns": 234,
        "dieArea_sq_um": 54800,
        "die_h_microns": 234,
        "core_region_area_sq_um": 52900,
        "floorplan.core_util": 0.408,
        "fp-row-count": 84,
    },
    "timing": {
        "period_needed_ns": 4.77,
        "hold_viol_final": 0,
        "rsz0062_at_grt": "false",
        "fmax_ghz": 0.210,
        "fin_ws_ns": 8.43,
        "slew_headroom": 0.359,
        "finalClockPeriodUsage": 0.361,
        "setup_violations": 0,
        "finalClockSkew_ns": 0.0211,
        "max_slew.worst_pin.slew_ns": 0.961,
        "tns_ns": 0,
        "slew_violations": 0,
    },
    "global_routing": {
        "grt_overflow": 0,
        "grt_pass1_vias": 11500,
        "grt_pass1_wl_microns": 67900,
        "grt_max_degree": 48,
        "grt.total_usage": 0.184,
        "antenna_found_initial": 0,
    },
    "synth": {
        "yosysMostFrequentCell": "edfxtp_1",
        "syn_avg_cell_area_sq_um": 18.9,
        "top_cell_area_share": 0.713,
        "synthCells": 1138,
        "ys_area_sq_um": 21600,
        "ys.flop_type": "edfxtp_1",
        "synth_area_sq_um": 21600,
        "ys_warn_count": 1,
        "synthArstFlopShare": 0,
        "yosysUniqueCellTypes": 46,
        "largest_area_cell": "edfxtp_1",
        "top_cells_by_count": "edfxtp_1, mux2i_1, nor2_1",
        "ys_ff": 557,
        "area_leaders": "edfxtp_1, mux4_2, mux2i_1",
        "postSynthSeqShare": 0.755,
        "edf_count": 512,
        "yosysCellCount": 1138,
    },
    "placed_design": {
        "dp_worst_setup_slack_ns": 7.81,
        "hpwl_microns": 25100,
        "numPortBuffers": 68,
        "dp.cells": 1855,
        "gp_congestion": 0.824,
    },
    "cells_and_area": {
        "area_growth_pct": 15.2,
        "post_route_cells_drive_above_1_share": 0.184,
        "final_cells": 1963,
    },
    "run": {
        "drv_cap": 0,
        "warning_count": 29,
    },
    "outcome": {
        "outcome": "completed",
    },
}
==> worst max-delay path, cell delays in order <==
cell             delay (ns)
clkdlybuf4s50_1        0.73
nand2b_1               0.19
nor3b_1                0.38
and2_2                 0.60
buf_4                  0.46
==> through the flow <==
stage,area [sq um],hold slack [ns],utilization
2_1_floorplan,21600,0.468,-
3_3_place_gp,23000,0.499,0.435
3_5_place_dp,23000,0.506,0.435
4_1_cts,24800,0.517,0.470
5_1_grt,24800,0.549,0.470
6_report,24800,0.512,0.470
==> sequential cells by signal, summed over array words and instances (netlist names) <==
name,flops
write_ptr,4
data_counter,5
data_out,32
cir_buffer,512
read_ptr,4
==> cells by family after synthesis <==
group / after synthesis / share of synthesized area
AOI/OAI and AO/OA: 145 / 0.0458
xor gates and xnor gates: 3 / 0.00122
and+or+nand+nor: 159 / 0.0483
DFF: 557 / 0.755
muxes: 196 / 0.128
buffers and inverters: 71 / 0.0176
adders and majority gates: 7 / 0.00406
==> where the power goes <==
| group | switching, mW | total [mW] | internal (mW) | leakage [nW] |
|---|---|---|---|---|
| logic | 0.125 | 0.223 | 0.0985 | 1.75 |
| clock network | 0.648 | 1.57 | 0.921 | 0.907 |
| registers | 0.0144 | 1.96 | 1.95 | 4.99 |
| total | 0.787 | 3.75 | 2.96 | 7.64 |
==> layer usage <==
layer | GRT usage | wire length [microns]
met1 | 0.258 | 17200
met2 | 0.278 | 21600
met3 | 0.0987 | 5080
met4 | 0.0317 | 767
met5 | 0 | 0
==> final cells by class <==
cell class,count,area (sq um)
fillers,4321,28000
flip-flops and latches,557,16300
multi-input cells,510,4950
clock buffers,74,1540
repair buffers,95,878
well taps,688,861
clock inverters,34,310
inverters,5,18.8
==> worst max path at each step <==
stage | slack [ns] | start | to | cells past startpoint
final | 8.43 | write | cir_buffer[4][1] | 5
after global routing | 8.24 | write | cir_buffer[4][1] | 5
after CTS | 8.44 | write | cir_buffer[4][1] | 5
==> cells in the final DEF, fill, tap and decap left out, drive strengths merged, types with 3 or more instances in the layout <==
cell / netlist / routed
edfxtp: 512 / 512
mux2i: 131 / 131
nor2: 75 / 75
clkbuf: 30 / 74
clkdlybuf4s50: 0 / 67
a22oi: 65 / 65
mux4: 64 / 64
dfxtp: 45 / 45
a21oi: 38 / 38
o21bai: 32 / 32
nor4: 32 / 32
buf: 36 / 28
clkinv: 0 / 26
and2: 17 / 17
nand2: 7 / 7
ha: 7 / 7
inv: 5 / 6
bufinv: 0 / 5
nand3: 5 / 5
o21ai: 4 / 4
nor3: 3 / 3
nor2b: 3 / 3
Power is estimated from default activity; no workload was simulated.
